$ cat /design/flow/config.mk
export PLATFORM = sky130hd
export DESIGN_NAME = complex_mac
export DESIGN_NICKNAME = complex_mac
export VERILOG_FILES = /design/flow/design.v
export SDC_FILE = /design/flow/constraint.sdc
export NUM_CORES = 4
export LEC_CHECK = 1
export CORE_UTILIZATION = 30
export SYNTH_HDL_FRONTEND = slang
$ cat /design/flow/constraint.sdc
current_design complex_mac

set clk_period 25.0
set clk_io_pct 0.2

create_clock -name clk0 -period $clk_period

set non_clock_inputs [all_inputs -no_clocks]
set_input_delay [expr $clk_period * $clk_io_pct] -clock clk0 $non_clock_inputs
set_output_delay [expr $clk_period * $clk_io_pct] -clock clk0 [all_outputs]
$ cat /design/flow/design.v
package fixed_point_pkg;
  typedef logic signed [15:0] q15_t;
  localparam q15_t ZERO      = 16'sh0000;
  localparam q15_t ONE       = 16'sh7FFF;    
  localparam q15_t INV_SQRT2 = 16'sh5A82;    
  function automatic q15_t mul_q15(q15_t a, q15_t b);
    logic signed [31:0] m; m = a * b;
    return q15_t'(m >>> 15);
  endfunction
endpackage
module complex_mac(
    input  logic signed [15:0] ar, ai, br, bi,
    output logic signed [15:0] pr, pi
);
    logic signed [31:0] m1, m2, m3, m4;
    always_comb begin
        m1 = ar * br;
        m2 = ai * bi;
        m3 = ar * bi;
        m4 = ai * br;
        pr = (m1 - m2) >>> 15;
        pi = (m3 + m4) >>> 15;
    end
endmodule
$ cat /design/flow/run.sh
#!/bin/bash
# OpenROAD 26Q1-2900-gdf79404cd8, Yosys 0.63+post, stock flow scripts
make -C /OpenROAD-flow-scripts/flow DESIGN_CONFIG=/design/flow/config.mk WORK_HOME=/design/flow/orfs finish
==> impl_metrics.csv <==
group,metric,value,unit
status,outcome,"completed",
detailed_routing,detail_route.drc_violations,0,
cells_and_area,layout_top_cells,"inv_1, fa_1, nand2_1",
clock_network,postCtsHoldBufs,0,
cells_and_area,final_common_cell,"inv_1",
critical_path,critPathRequiredTime,20000,ps
place,io_buffers,96,
power,p_sw,11.3,mW
clock_network,cts_setup_buffers,0,
cells_and_area,seq_cell_count,0,
yosys,yosysSeqAreaShare,0,
critical_path,cp_slowest_stage_delay,950,ps
yosys,yosys.area.top_type,"fa_1",
detailed_routing,post_drt_via_cell_ratio,4.35,
power,irDropWorstVdd,0.00217,V
die,io_pins,96,
die,rows,130,
detailed_routing,drt_first_pass_iters,5,
final_timing,min_period,18670,ps
cells_and_area,syn2layout_area_growth,7.32,%
final_timing,period_used_share,0.747,
hold_path,hold_class,"primary input to output port",
yosys,ys_cells,4084,
detailed_routing,drt_wl_total,88400,um
global_routing,grt_first_pass_wirelength,149000,um
critical_path,crit_top_cell,"fa_1",
critical_path,path_max_fanout,32,
job,maxCapViolations,0,
power,p_sw_frac,0.479,
job,warnings,35,
yosys,yosysUniqueCellTypes,51,
detailed_routing,ant_nets,0,
global_routing,antenna_found_initial,1,
hold_path,hold_start,"bi[14]",
cells_and_area,regArea,0,um2
final_timing,finalSetupViolCount,0,
detailed_routing,vias,24835,
clock_network,cts_resized,0,
final_timing,hold_viol_final,0,
yosys,syn_area,38100,um2
die,coreArea,126000,um2
final_timing,tightest_slew,1060,ps
global_routing,grt_usage,0.157,
cells_and_area,nClkBuffers,0,
critical_path,cp_num_buf_inv,9,
hold_path,hold_end,"pi[15]",
global_routing,grt_max_degree,35,
hold_path,whs_path_depth,8,
yosys,syn_area_per_cell,9.33,um2
place,dp_hpwl,69300,um
power,leakage,20.7,nW
cells_and_area,fin_cells,5704,
yosys,ys_chip_area,38100,um2
critical_path,cp_slowest_cell,"a2111oi_0",
cells_and_area,final_cell_area,40900,um2
critical_path,worstSetupPathType,"primary input to output port",
detailed_routing,drtIter0Drc,736,
yosys,ys_top_cells_by_area,"fa_1, inv_1, ha_1",
die,die_h,358,um
critical_path,worstPathArrival,13670,ps
place,gp_congestion,0.892,
critical_path,critPathCaptureType,"output port",
final_timing,rsz0062_at_grt,"false",
cells_and_area,drive_gt1_frac,0.0188,
final_timing,maxSlewHeadroom,0.272,
critical_path,start_kind,"primary input",
die,die_w,358,um
power,power,23.5,mW
final_timing,clock.fmax,0.0536,GHz
critical_path,critical_path.top_delay_family,"adder cells",
global_routing,grt.overflow.total,0,
die,core_util_floorplan,0.303,
yosys,postSynthCellCount,4084,
yosys,yosys_warnings,0,
detailed_routing,routedWlPerCell,15.5,um
final_timing,slew_violations,0,
place,placed_cell_area,40900,um2
power,internal_power,12.2,mW
yosys,top_area_frac,0.588,
global_routing,grt_pass1_vias,27577,
final_timing,setup_tns,0,ps
power,powerDensity,575,nW/um2
die,chip_area,128000,um2
place,place_inst,5703,
[cell type report]
| cell class | instances | area, um2 |
|---|---|---|
| diodes | 1 | 2.50 |
| fillers | 13002 | 85000 |
| inverters | 1232 | 4620 |
| multi-input cells | 2661 | 32800 |
| well taps | 1650 | 2060 |
| repair buffers | 160 | 1440 |
[synth_stat cells (11+ instances only)]
master	n
inv_1	1231
fa_1	1119
nand2_1	544
and2_1	425
ha_1	292
clkbuf_1	191
xnor2_1	67
nand2b_1	29
nor2b_1	29
xor2_1	23
a21oi_1	19
nor2_1	16
a21o_1	14
o21a_1	11
[power groups by stage]
stage	clock network [mW]	registers, mW	logic, mW
4_1_cts	0	0	24.7
5_1_grt	0	0	27.1
[per-stage QoR]
step / utilization / hold slack, ps / setup slack (ps)
floorplan: - / 10460 / 8130
global placement: 0.325 / 11870 / 6440
detailed placement: 0.325 / 11860 / 6470
CTS: 0.325 / 11880 / 6440
global route: 0.325 / 12000 / 5800
finish: 0.325 / 11880 / 6330
[layer usage]
metal,routed length (um),track usage,share of wire
met1,36400,0.219,0.41
met2,42000,0.248,0.48
met3,8570,0.0623,0.097
met4,1430,0.0177,0.016
met5,17,0,0.00019
[worst max path at each step]
stage	slack, ps	end	cells past startpoint	startpoint
4_1_cts	6440	pr[14]	25	bi[0]
5_1_grt	5800	pr[14]	25	bi[0]
6_report	6330	pr[14]	25	bi[0]
[cell families after synthesis]
family,synth area share
xor gates and xnor gates,0.0207
AOI/OAI and AO/OA,0.0158
muxes,0.000263
buffers and inverters,0.140
adders and majority gates,0.684
and+or+nand+nor,0.140
Power is estimated from default activity; no workload was simulated.
